$ cat run.sh
#!/bin/bash
# OpenROAD 26Q1-2900-gdf79404cd8, Yosys 0.63+post, stock flow scripts
make -C /OpenROAD-flow-scripts/flow DESIGN_CONFIG=/design/flow/config.mk WORK_HOME=/design/flow/orfs finish
$ cat config.mk
export PLATFORM = sky130hd
export DESIGN_NAME = systolic_array_integration
export DESIGN_NICKNAME = systolic_array_integration
export VERILOG_FILES = /design/flow/design.v
export SDC_FILE = /design/flow/constraint.sdc
export NUM_CORES = 4
export LEC_CHECK = 1
export CORE_UTILIZATION = 40
export SYNTH_HDL_FRONTEND = slang
$ cat constraint.sdc
current_design systolic_array_integration

set clk_period 13.8
set clk_io_pct 0.2

create_clock -name clk0 -period $clk_period [get_ports {clk}]

set non_clock_inputs [all_inputs -no_clocks]
set_input_delay [expr $clk_period * $clk_io_pct] -clock clk0 $non_clock_inputs
set_output_delay [expr $clk_period * $clk_io_pct] -clock clk0 [all_outputs]
$ cat design.v
module PE #(
    parameter DATA_WIDTH = 32
) (
    input clk,
    input reset,
    input wire [DATA_WIDTH-1 :0] weight_north,  
    input wire [DATA_WIDTH-1 :0] activation_west,
    output wire [DATA_WIDTH-1 :0] weight_south,  
    output wire [DATA_WIDTH-1 :0] activation_east,
    output wire [DATA_WIDTH-1 :0] result
);
    reg [DATA_WIDTH-1 :0] r_result;
    reg [DATA_WIDTH-1 :0] r_next_result;
    reg [DATA_WIDTH-1 :0] r_weight;
    reg [DATA_WIDTH-1 :0] r_activation;
    assign result          = r_result;
    assign weight_south    = r_weight;
    assign activation_east = r_activation; 
    always @(*) begin
        r_next_result <= r_result + (weight_north * activation_west);
    end
    always @(posedge clk or posedge reset) begin
       if(reset) begin
            r_result     <= 0;
            r_weight     <= 0;
            r_activation <= 0;
       end
       else begin
            r_result     <= r_next_result;
            r_weight     <= weight_north;
            r_activation <= activation_west;
       end
    end
endmodule
`timescale 1ns / 1ps
module sync_fifo 
# (
	parameter	FIFO_IN_REG		= 1,
	parameter	FIFO_OUT_REG	= 0,
	parameter   FIFO_CMD_LENGTH = 32,
	parameter   FIFO_DEPTH      = 4,
	parameter   FIFO_LOG2_DEPTH = 2
)
(
	input           				clk,
	input           				reset,
	input           				s_valid,
	output         				 	s_ready,
	input   [FIFO_CMD_LENGTH-1:0] 	s_data,
	output          				m_valid,
	input           				m_ready,
	output  [FIFO_CMD_LENGTH-1:0] 	m_data
);
	wire 							w_s_valid;
	wire							w_s_ready;
	wire 	[FIFO_CMD_LENGTH-1:0] 	w_s_data;
	wire 							w_m_valid;
	wire							w_m_ready;
	wire 	[FIFO_CMD_LENGTH-1:0] 	w_m_data;
	wire o_empty;
	wire o_full;
	wire i_hs = w_s_valid & w_s_ready;
	wire o_hs = w_m_valid & w_m_ready;
	reg     [FIFO_LOG2_DEPTH-1:0] 	wptr, wptr_nxt;
	reg             				wptr_round, wptr_round_nxt;
	reg     [FIFO_LOG2_DEPTH-1:0] 	rptr, rptr_nxt;
	reg             				rptr_round, rptr_round_nxt;
	reg     [FIFO_CMD_LENGTH-1:0] 	cmd_fifo[FIFO_DEPTH-1:0];
	integer i;
	always @(posedge clk ) begin
		if (reset) begin
			wptr <= 0;
			wptr_round <= 0;
			for (i=0; i<FIFO_DEPTH; i=i+1)
				cmd_fifo[i] <= {(FIFO_CMD_LENGTH){1'b0}};
		end else if (i_hs) begin
			cmd_fifo[wptr] <= w_s_data;
			{wptr_round,wptr}<= {wptr_round_nxt,wptr_nxt};
		end
	end
	always @(*) begin
		if (wptr == (FIFO_DEPTH-1)) begin
			wptr_nxt = 0;
			wptr_round_nxt = ~wptr_round;
		end else begin
			wptr_nxt = wptr + 'd1;
			wptr_round_nxt = wptr_round;
		end
	end
	always @(posedge clk) begin
		if (reset) begin
			rptr <= 0;
			rptr_round <= 0;
		end else if (o_hs) begin
			{rptr_round,rptr} <= {rptr_round_nxt,rptr_nxt};
		end
	end
	assign w_m_data = cmd_fifo[rptr];
	always @(*) begin
		if (rptr == (FIFO_DEPTH-1)) begin
			rptr_nxt = 0;
			rptr_round_nxt = ~rptr_round;
		end else begin
			rptr_nxt = rptr + 'd1;
			rptr_round_nxt = rptr_round;
		end
	end
	assign o_empty  = (wptr_round==rptr_round) && (wptr==rptr);  
	assign o_full = (wptr_round!=rptr_round) && (wptr==rptr);
	assign w_s_ready = ~o_full;
	assign w_m_valid = ~o_empty;
	generate
		if(FIFO_IN_REG) begin
			skid_buffer #(
			.DATA_WIDTH(FIFO_CMD_LENGTH)
			) u_skid_buffer_in (
			.clk				(clk),
			.rst				(reset),
			.s_valid			(s_valid     	),
			.s_ready			(s_ready      	),
			.s_data				(s_data 		),
			.m_valid			(w_s_valid     	),
			.m_ready			(w_s_ready      ),
			.m_data				(w_s_data 		));
		end else begin
			assign w_s_valid 	= s_valid;
			assign s_ready 		= w_s_ready;
			assign w_s_data 	= s_data;
		end
	endgenerate
	generate
		if(FIFO_OUT_REG) begin
			skid_buffer #(
			.DATA_WIDTH(FIFO_CMD_LENGTH)
			) u_skid_buffer_out (
			.clk				(clk),
			.rst				(reset),
			.s_valid			(w_m_valid     	),
			.s_ready			(w_m_ready      ),
			.s_data				(w_m_data 		),
			.m_valid			(m_valid     	),
			.m_ready			(m_ready      	),
			.m_data				(m_data 		));
		end else begin
			assign m_valid 		= w_m_valid;
			assign w_m_ready 	= m_ready;
			assign m_data		= w_m_data;
		end
	endgenerate
endmodule
module systolic_array_integration #(
    parameter DATA_WIDTH = 32,
    parameter M = 3,
    parameter COUNT_MAX = (3*M) + 1
) (
    input wire clk,
    input wire reset,
    input wire start,
    input  wire [M-1:0]          s_valid_w,     
    output wire [M-1:0]          s_ready_w,     
    input  wire [DATA_WIDTH-1:0] s_data_w [0:M-1],
    input  wire [M-1:0]          s_valid_a,
    output wire [M-1:0]          s_ready_a,
    input  wire [DATA_WIDTH-1:0] s_data_a [0:M-1],
    output reg [DATA_WIDTH-1:0] result_out[0:M-1][0:M-1],
    output reg done
);
    reg [1:0] state;
    reg [$clog2(COUNT_MAX):0] cnt;
    localparam IDLE = 2'd0, COMPUTE = 2'd1, DONE = 2'd2;
    wire [DATA_WIDTH-1:0] weight_in [0:M-1];
    wire [DATA_WIDTH-1:0] activation_in [0:M-1];
    wire [DATA_WIDTH-1:0] weight_wire[0:M][0:M-1];
    wire [DATA_WIDTH-1:0] activation_wire[0:M-1][0:M];
    wire [M-1:0]          m_ready_w;     
    wire [M-1:0]          m_ready_a;
    wire [DATA_WIDTH-1:0] m_data_w [0:M-1];
    wire [DATA_WIDTH-1:0] m_data_a [0:M-1];
    reg [M-1:0]          s_ready_systolic_a;  
    reg [M-1:0]          s_ready_systolic_w;  
    genvar i, j;
    generate
        for (i = 0; i < M; i = i + 1) begin
            assign weight_wire[0][i] = weight_in[i];
            assign activation_wire[i][0] = activation_in[i];
        end
    endgenerate
    generate
        for (i = 0; i < M; i = i + 1) begin
            assign weight_in[i]     = (m_ready_w[i]) ? m_data_w[i] : 0;
            assign activation_in[i] = (m_ready_a[i]) ? m_data_a[i] : 0;
        end
    endgenerate
    generate
        for (i = 0; i < M; i = i + 1) begin
            assign m_ready_w[i] = s_ready_systolic_w[i];  
            assign m_ready_a[i] = s_ready_systolic_a[i];  
        end
    endgenerate
    generate
        for (i = 0; i < M; i = i + 1) begin : row
            for (j = 0; j < M; j = j + 1) begin : col
                PE #(.DATA_WIDTH(DATA_WIDTH)) pe_unit (
                    .clk(clk),
                    .reset(reset),
                    .weight_north(weight_wire[i][j]),
                    .activation_west(activation_wire[i][j]),
                    .weight_south(weight_wire[i+1][j]),
                    .activation_east(activation_wire[i][j+1]),
                    .result(result_out[i][j])
                );
            end
        end
    endgenerate
    generate
        for (i = 0; i < M; i = i + 1) begin : weight_fifos
            sync_fifo #(
                .FIFO_CMD_LENGTH(DATA_WIDTH),
                .FIFO_IN_REG(0),   
                .FIFO_OUT_REG(0),  
                .FIFO_DEPTH(4),
                .FIFO_LOG2_DEPTH(2)
            ) weight_fifo (
                .clk(clk),
                .reset(reset),
                .s_valid(s_valid_w[i]),  
                .s_ready(s_ready_w[i]),  
                .s_data(s_data_w[i]),    
                .m_valid(), 
                .m_ready(m_ready_w[i]),  
                .m_data(m_data_w[i])     
            );
        end
    endgenerate
    generate
        for (i = 0; i < M; i = i + 1) begin : activation_fifos
            sync_fifo #(
                .FIFO_CMD_LENGTH(DATA_WIDTH),
                .FIFO_IN_REG(0),
                .FIFO_OUT_REG(0),
                .FIFO_DEPTH(4),
                .FIFO_LOG2_DEPTH(2)
            ) activation_fifo (
                .clk(clk),
                .reset(reset),
                .s_valid(s_valid_a[i]),
                .s_ready(s_ready_a[i]),
                .s_data(s_data_a[i]),
                .m_valid(),
                .m_ready(m_ready_a[i]),
                .m_data(m_data_a[i])
            );
        end
    endgenerate
    integer k;
    always @(posedge clk or posedge reset) begin
        if (reset) begin
            state <= IDLE;
            cnt <= 0;
            done <= 0;
            for (k = 0; k < M; k = k + 1) begin
                s_ready_systolic_w[k] <= 0;
                s_ready_systolic_a[k] <= 0;
            end
        end 
        else begin
            case (state)
                IDLE: begin
                    if (start) begin
                        state <= COMPUTE;
                        cnt <= 0;
                        done <= 0;
                    end
                end
                COMPUTE: begin
                    cnt <= cnt + 1;
                    for (k = 0; k < M; k = k + 1) begin
                        if (cnt >= k && cnt < k + M) begin
                            s_ready_systolic_w[k] <= 1;
                            s_ready_systolic_a[k] <= 1;
                        end 
                        else begin
                            s_ready_systolic_w[k] <= 0;
                            s_ready_systolic_a[k] <= 0;
                        end
                    end
                    if (cnt >= COUNT_MAX) begin
                        state <= DONE;
                    end
                end
                DONE: begin
                    done <= 1;
                end
            endcase
        end
    end
endmodule
==> CHANGELOG.md <==
### Metrics

- WP data arrival: 10.45 ns
- Layout area overhead: 9.15%
- Core ar.: 505000 µm²
- Drt wl/cell: 23.4 µm
- Part of the Yosys area used for sequential elements: 20.3%
- Fin. max-slew vios: 0
- Fin Setup TNS: 0 ns
- Mean Syn Cell Area: 10.0 µm²
- Cell accounting for the most synthesized area: fa_1
- Measured slew at the worst slew-check pin: 1.00 ns
- Final period util: 69.8%
- Final worst setup slack: 4.16 ns
- Layout Cells excl Fill: 27100
- Leak pwr: 0.108 µW
- Crit path time final: 9.64 ns
- Synth top area cells: fa_1 (39%), edfxtp_1 (11%), dfrtp_1 (8.4%), inv_1 (8.4%), ha_1 (7.0%)
- Pre-Place Util: 40.2%
- Tool warnings: 47
- Status: complete, no violations
- Share of cells above drive strength 1: 4.93%
- Ys cells: 20200
- CTS resizes: 0
- R2R setup slack: 4.16 ns
- Sink Count: 1500
- Hold Path Class: reg2reg
- Synth async-reset ratio: 45.6%
- Fmax achieved: 104 MHz
- Unrepaired setup endpoints after global routing: no
- Worst slew margin: 33.3%
- Mapped Area: 203000 µm²
- Synth warn: 0
- # Max-Cap Violations: 0
- Post-route DRC: 0
- Vias/cell: 5.05
- CTS Buf Count: 189
- Critical Path RT: 14.61 ns
- Clk latency late pin: 0.98 ns
- CTS max path bufs: 4
- Worst clock skew: 0.0911 ns
- Dominant flop cell: edfxtp_1
- Antenna-violating nets left: 0
- Final hold violations: 0
- Placed cells: 26700
- Post-CTS setup buffers: 0
- Most numerous logic cell after layout: inv_1
- Yosys chip area: 203000 µm²
- CP endpoint kind: flip-flop
- Worst-path clk slew: 0.07 ns
- Die Y-Extent: 714 µm
- Global-route wire length before repair: 968 mm
- #FFs+latches synth: 1500
- Post-synth EDFFs: 768
- Routed via count: 137000
- IO Port Bufs: 495
- Largest net degree at the start of global routing: 133
- CTS tree: yes
- Drt pass-1 iters: 5
- Critical Path Source Type: flip-flop
- Final setup fails: 0
- CP max FO: 90
- Post-DP HPWL: 493 mm
- Die Width: 714 µm
- Full die area: 510000 µm²
- # IOs: 496
- Routed WL: 635 mm
- Place WS: 4.31 ns
- Gp weighted congestion: 1.02
- Gr ovfl total: 0
- Setup CP Type: reg2reg
- Pwr dens: 79.3 nW/µm²
- H-Tree Level Count: 4
- Most frequent cells in the layout: inv_1 (4519), fa_1 (3942), nand2_1 (2877)
- Total Routing Usage GR: 27.6%
- FP Rows: 261
- Vias in the first global route: 150000
- Initial antenna violation count: 89
- CTS Root Cell: clkbuf_16
- Yosys cell types: 87
- Peak VDD IR: 0.000122 V
- Area share, top type: 38.9%
- DRT iter0 DRCs: 6908
- Post-Syn Instances: 20200
- Hold buffers post-CTS: 0
==> cells by family (layout without fill, tap and decap cells) <==
family,count (synthesis),in the layout,synth area share [%]
xor gates and xnor gates,810,810,3.51
other,0,33,0
AOI/OAI and AO/OA,639,639,2.05
buffers and inverters,5614,5761,10.6
and+or+nand+nor,6314,6314,15.3
muxes,266,266,2.41
adders and majority gates,5072,5072,45.9
DFF,1500,1500,20.3
==> worst max-delay path: stages (launching register included) <==
cell	delay [ns]
dfrtp_4	0.83
buf_4	0.59
buf_4	0.62
and2_1	0.57
nand2_1	0.16
fa_1	0.44
inv_1	0.07
fa_1	0.43
fa_1	0.52
inv_1	0.05
fa_1	0.48
inv_1	0.06
fa_1	0.48
fa_1	0.51
fa_1	0.49
inv_1	0.05
fa_1	0.47
inv_1	0.04
ha_1	0.33
nand2_1	0.11
or3_1	0.38
nor4b_1	0.64
o2111ai_1	0.18
nand3_1	0.17
o41a_1	0.21
a41oi_1	0.19
a21oi_1	0.22
xnor2_1	0.09
==> final cells by class <==
cell class,count,area (µm²)
timing repair buffer,883,7880
clock buffer,255,5210
multi-input combinational,13100,140000
antenna,33,82.6
inverter,4532,17000
clock inverter,91,1260
tap,6706,8390
fill,47300,284000
sequential,1500,41200
==> power breakdown <==
part           leakage (µW)  switching [µW]  total, µW  internal, µW
combinational        0.0876            3540       6380          2840
clock               0.00312            2190       5240          3050
sequential           0.0172             647       5940          5290
total                 0.108            6380      17600         11200
==> path summary, 6_finish.rpt <==
kind	startpoint	endpoint	cells after the start
min	row[0].col[2].pe_unit.weight_south[31]$_DFF_PP0_	row[1].col[2].pe_unit.weight_south[31]$_DFF_PP0_	0
min reg2reg	row[0].col[2].pe_unit.weight_south[31]$_DFF_PP0_	row[1].col[2].pe_unit.weight_south[31]$_DFF_PP0_	0
max	m_ready_w[1]$_DFFE_PP0P_	row[0].col[1].pe_unit.result[31]$_DFF_PP0_	27
min in group asynchronous	reset	row[2].col[0].pe_unit.result[31]$_DFF_PP0_	2
max in group asynchronous	reset	row[2].col[2].pe_unit.result[2]$_DFF_PP0_	8
max reg2reg	m_ready_w[1]$_DFFE_PP0P_	row[0].col[1].pe_unit.result[31]$_DFF_PP0_	27
==> cell usage after synthesis, drive strengths merged, types with 26 or more instances <==
cell type  count
dfrtp        683
buf          125
nor3          68
edfxtp       768
clkbuf       957
o21a          44
and2        1460
ha          1130
nand3         41
nand2b        34
o21bai        40
xor2         164
mux2          26
nor2         473
mux4         175
fa          3942
inv         4529
dfxtp         48
xnor2        646
mux2i         65
nand2       2891
and3        1234
o21ai        132
a21oi        180
a21o          78
==> metrics by stage <==
step | power (µW) | instance area, µm² | hold WS (ns) | utilization [%]
final | 17600 | 221000 | 0.398 | 43.8
after global routing | 18900 | 221000 | 0.417 | 43.8
after CTS | 17800 | 221000 | 0.410 | 43.8
after detailed placement | 12500 | 215000 | 0.397 | 42.5
after global placement | 12500 | 215000 | 0.404 | 42.5
after floorplan | 9560 | 203000 | 0.349 | -
==> registers in the layout, indices dropped and copies added (netlist names), 5 cells and up, named ones only <==
register                                   cells
activation_fifos.activation_fifo.cmd_fifo    384
activation_fifos.activation_fifo.rptr          6
activation_fifos.activation_fifo.wptr          6
cnt                                            5
row.col.pe_unit.activation_east              192
row.col.pe_unit.result                       288
row.col.pe_unit.weight_south                 192
weight_fifos.weight_fifo.cmd_fifo            384
weight_fifos.weight_fifo.rptr                  6
weight_fifos.weight_fifo.wptr                  6
==> metal layers <==
| layer | global-route usage [%] | up-vias | wire length (µm) |
|---|---|---|---|
| met1 | 36.7 | 69300 | 234000 |
| met3 | 14.2 | 1135 | 81600 |
| met5 | 0.518 | - | 1060 |
| met4 | 10.4 | 82 | 32300 |
| met2 | 40.0 | 5848 | 286000 |
| li1 | - | 60300 | - |
Power figures rest on the tool's default switching activity, not on a simulated workload.
